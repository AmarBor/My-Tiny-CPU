### /design/flow/design.v
module ALU (
input [1:0] alu_sel,
input [7:0] in_a, in_b,
output reg [8:0] alu_out
);
always @ (*)
begin 
	case (alu_sel)
	2'b00:	alu_out <= in_a + in_b;
	2'b01:	alu_out <= in_a - in_b;
	2'b10:	alu_out <= in_a & in_b;
	2'b11:	alu_out <= in_a | in_b;
	default :alu_out <=0;
	endcase
end
endmodule
### /design/flow/config.mk
export PLATFORM = sky130hd
export DESIGN_NAME = ALU
export DESIGN_NICKNAME = ALU
export VERILOG_FILES = /design/flow/design.v
export SDC_FILE = /design/flow/constraint.sdc
export NUM_CORES = 4
export LEC_CHECK = 1
export CORE_AREA = 10 10 70 70
export DIE_AREA = 0 0 80 80
### /design/flow/run.sh
#!/bin/bash
# OpenROAD 26Q1-2900-gdf79404cd8, Yosys 0.63+post, stock flow scripts
make -C /OpenROAD-flow-scripts/flow DESIGN_CONFIG=/design/flow/config.mk WORK_HOME=/design/flow/orfs finish
### /design/flow/constraint.sdc
current_design ALU

set clk_period 5.3
set clk_io_pct 0.2

create_clock -name clk0 -period $clk_period

set non_clock_inputs [all_inputs -no_clocks]
set_input_delay [expr $clk_period * $clk_io_pct] -clock clk0 $non_clock_inputs
set_output_delay [expr $clk_period * $clk_io_pct] -clock clk0 [all_outputs]
==> flow_summary_export.csv <==
group,metric,value,unit
run_status,outcome,"finished, final reports clean",
global_route,antenna_found_initial,0,
power,sw_frac_of_total,0.434,
setup_path,cp.arrival,3.99,ns
floorplanning,dieHeight,80,um
synthesis,synth-seq-area-share,0,
synthesis,ys_chip_area,741,um^2
global_route,grt_max_degree,18,
hold_path,min_path_cells,4,
global_route,grt_overflow,0,
placement,post-dp-hpwl,1790,um
routing,via_per_inst,4.56,
final_layout,final_util,0.308,
placement,placedCellCount,170,
final_layout,final_cells,170,
timing,worstMarginPinSlew,0.309,ns
final_layout,drive_above_1_share,0.0645,
timing,finalCritPeriodShare,0.953,
routing,drtPass1Iterations,4,
timing,finalHoldViolations,0,
final_layout,n_fill_cell,393,
floorplanning,fp_util,0.217,
global_route,grtUsageTotal,0.0645,
power,clockPowerShare,0,
timing,period_minus_slack,5.05,ns
setup_path,worstPathCellList,"clkdlybuf4s50_1 -> inv_1 -> ha_1 -> mux2i_1 -> ha_1 -> nor2b_1 -> o31a_1 -> o2111a_1 -> a221oi_1 -> clkdlybuf4s50_1",
synthesis,most_common_cell,"nor2_1",
floorplanning,core_area,3420,um^2
placement,placed_cell_area,1050,um^2
floorplanning,io_pins,27,
routing,drc,0,
flow_run,max_cap_violations,0,
synthesis,yosysWarnings,1,
timing,final_max_slew_viol_count,0,
timing,fmax,0.198,GHz
synthesis,top_area_cell,"ha_1",
final_layout,nClkBuffers,0,
setup_path,cp.required,4.24,ns
timing,rsz0062_at_grt,"false",
setup_path,worst-setup-path-type,"input pin to primary output",
setup_path,slowest_delay,0.57,ns
power,p_leak,0.408,nW
hold_path,min_from,"in_a[7]",
placement,gp_congestion,0.859,
hold_path,hold_path_class,"input pin to primary output",
final_layout,ff_latch_area,0,um^2
power,pwr-share-seq,0,
timing,setup_violations,0,
clock_tree,cts_resized,0,
setup_path,cp_slowest_cell,"clkdlybuf4s50_1",
routing,num_antenna_cells,0,
timing,tns,0,ns
synthesis,synth_top_area_share,0.186,
routing,num_vias,776,
global_route,grt_pass1_vias,787,
floorplanning,dieArea,6400,um^2
routing,final_antenna_net_count,0,
final_layout,syn_to_final_growth,42.1,%
setup_path,critPathLaunch,"in_b[0]",
clock_tree,post_cts_buffers,0,
power,power_frac_comb,1.000,
final_layout,fin_area,1050,um^2
timing,slew_headroom,0.793,
synthesis,top_cells_by_count,"13 x nor2_1, 11 x ha_1, 8 x a21oi_1, 8 x xnor2_1, 7 x o21ai_0",
synthesis,netlist_area,741,um^2
synthesis,syn_area_per_cell,7.48,um^2
final_layout,flop-count,0,
routing,wire_per_inst,12.2,um
routing,wl,2080,um
power,ir_worst_vdd,55.9,uV
setup_path,crit_path_start_kind,"input pin",
floorplanning,die_w,80,um
flow_run,warnings,34,
synthesis,topCellsByArea,"ha_1 19%, xnor2_1 9.5%, maj3_1 8.1%",
setup_path,crit_fanout,5,
power,power.internal,0.0000736,W
synthesis,ys_types,34,
synthesis,yosysCellCount,99,
setup_path,critPathCaptureType,"primary output",
placement,io_buffers,27,
routing,initialDrtViolationCount,62,
clock_tree,ctsHoldBuffers,0,
power,switchingPower,0.0000565,W
floorplanning,rows,21,
synthesis,syn_inst,99,
global_route,grt_pass1_wl,3510,um
power,powerDensity,124,nW/um^2
## cells by family after synthesis
kind of cell | synth area share
compound gates | 0.285
xor+xnor | 0.106
fa+ha+maj | 0.294
buf+inv | 0.0811
mux | 0.0422
simple gates | 0.191
## cell usage in the layout, fill, tap and decap left out, types with 2 or more instances in the layout
master,instances
nor3_1,2
nand2_1,5
a21oi_1,8
ha_1,11
xnor2_1,8
o21ai_0,7
maj3_1,6
o211ai_1,4
nor2_1,13
clkdlybuf4s50_1,27
buf_4,2
o21a_1,3
mux2i_1,2
inv_1,6
## area by class of cell
class | instances | area, um^2 | area share
Inverter | 6 | 22.5 | 0.0214
Timing Repair Buffer | 29 | 285 | 0.271
Tap cell | 46 | 57.6 | 0.0547
Multi-Input combinational cell | 89 | 687 | 0.653
## worst max-delay path, delay by kind of cell
family | cells | cell delay (ns)
buffers and inverters | 3 | 1.18
AND-OR/OR-AND | 3 | 0.78
adder cells (fa/ha/maj) | 2 | 0.58
multiplexers | 1 | 0.24
AND/OR/NAND/NOR | 1 | 0.14
## per-stage QoR
stage | worst slack (ns) | hold WS [ns] | total power [W]
after floorplan | 1.50 | 2.28 | 0.0000761
after global placement | 0.271 | 3.33 | 0.000129
after detailed placement | 0.209 | 3.33 | 0.000130
after CTS | 0.198 | 3.33 | 0.000131
after global routing | 0.0252 | 3.40 | 0.000147
final | 0.250 | 3.31 | 0.000130
## path summary, 6_finish.rpt
| path | to | slack (ns) |
|---|---|---|
| hold / removal | alu_out[7] | 3.31 |
| setup / recovery | alu_out[7] | 0.25 |
## power groups by stage
stage / sequential, W / clock [W] / combinational, W
after global routing: 0 / 0 / 0.000147
after CTS: 0 / 0 / 0.000131
final: 0 / 0 / 0.000130
## per-layer routing
metal / vias up / GRT usage / wire length [um]
li1: 411 / - / -
met1: 339 / 0.0854 / 982
met4: 0 / 0.00176 / 0
met3: 0 / 0.0102 / 123
met2: 26 / 0.112 / 975
met5: - / 0 / 0
No activity file was given, so power comes from the tool's default toggle rates.
