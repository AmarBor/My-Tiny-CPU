File: flow/run.sh
#!/bin/bash
# OpenROAD 26Q1-2900-gdf79404cd8, Yosys 0.63+post, stock flow scripts
make -C /OpenROAD-flow-scripts/flow DESIGN_CONFIG=/design/flow/config.mk WORK_HOME=/design/flow/orfs finish
File: flow/config.mk
export PLATFORM = sky130hd
export DESIGN_NAME = ram4bit
export DESIGN_NICKNAME = ram4bit
export VERILOG_FILES = /design/flow/design.v
export SDC_FILE = /design/flow/constraint.sdc
export NUM_CORES = 4
export LEC_CHECK = 1
export CORE_AREA = 10 10 93 93
export DIE_AREA = 0 0 103 103
File: flow/constraint.sdc
current_design ram4bit

set clk_period 1.2
set clk_io_pct 0.2

create_clock -name clk0 -period $clk_period [get_ports {clk}]

set non_clock_inputs [all_inputs -no_clocks]
set_input_delay [expr $clk_period * $clk_io_pct] -clock clk0 $non_clock_inputs
set_output_delay [expr $clk_period * $clk_io_pct] -clock clk0 [all_outputs]
File: flow/design.v
module ram4bit (clk, Write, Read, Addrs, Data_In, Data_Out);
input [3:0] Addrs;
input [3:0] Data_In ;
input clk, Read, Write;
output reg [3:0] Data_Out;
reg [3:0] memory[3:0];
always @( posedge clk)
begin
    if (Write)
        memory[Addrs] <= Data_In;
    if (Read)
        Data_Out <= memory[Addrs];
    else
        Data_Out <= 4'bz;
end
endmodule
==> changes_impl.md <==
### Implementation results

- Final Setup Violations: 0
- Ys flops: 20
- # Max-Cap Violations: 0
- Die area: 10610 sq um
- Final hold vios: 0
- Buf/Inv on CP: 2
- Antenna violations before repair: 0
- Switch share: 0.1763
- Port-buffer cells: 11
- H-tree levels: 1
- GRT overflow: 0
- Syn Area/Cell: 24.03 sq um
- Worst-path maximum fanout: 5
- Hold_buf cts: 0
- Layout area overhead: 38.24%
- CTS Sinks: 20
- Initial DRC Count: 25
- Largest net degree at the start of global routing: 11
- FMAX: between 800 and 900 MHz
- Tmin final: 1.130 ns
- Slew HR: 0.8784
- Register share after synthesis: 0.8043
- Power share of the sequential group: 0.613
- Tot GR Track Use: 0.02332
- Mapped cell area: 696.9 sq um
- Diode count: 0
- CTS Buf Count: 3
- Crit share post-route: 0.9413
- HP Class: register to register
- Top cells excl fill/tap: edfxtp_1, clkdlybuf4s50_1, dlygate4sd2_1
- Reg clk slew, reported paths: approximately 0.070 ns
- Gr busiest metal: met2
- Clock power share: 0.313
- Total number of vias: ~320
- Syn. warnings: 2
- Met1 Use GR: 0.02917
- Clk ins delay skew pair: ~0.24 ns
- CTS tree: done
- Drt first pass iters: 4
- First-pass GRT wire length: roughly 1.9 mm
- Top delay family on crit path: buffers and inverters
- DRC Markers: 0
- Synth top area cells: edfxtp_1, mux4_2, dfxtp_1
- Die width: 103 microns
- Data arrival, critical path: between 1 and 1.5 ns
- P_leak: around 0.32 nW
- Placeable core region: about 6800 sq um
- Post-Route WL: around 1.3 mm
- DR vias/cell: roughly 2.6
- Worst Tran Pin Value: approximately 0.18 ns
- RSZ-0062 raised after global routing: no
- Number of global-route vias before repair: between 300 and 400
- Synth area leader: edfxtp_1
- Worst hold slack: between 0.5 and 0.6 ns
- Clock Path Buffers: 2
- Clock root cell: clkbuf_8
- Grt met2 use: 0.03559
- Distinct lib cells: 7
- Logic area: approximately 130 sq um
- Clock Skew: between 0.0004 and 0.0005 ns
- I/O pin total: 15
- Pre-Place Util: 0.1031
- GPL Wtd Cong: 0.6969
- CP startpoint kind: primary input
- Peak VDD IR: 0.0002798 V
- Final WS setup: ~0.070 ns
- Post-synthesis chip area from yosys: approximately 700 sq um
- Crit end category: register
- # Post-CTS Setup Buffers: 0
- Slowest-stage cell, CP: clkdlybuf4s50_1
- CP required: 1.32 ns
- # Cells Yosys: 29
- Post-synth top area share: 0.6894
- Die span in y: 103 microns
- Mapped Cells: 29
- Std-Cell Rows: 30
- Antenna-violating nets left: 0
- Logic pwr share: 0.075
- WS Path Type: primary input to register
- Filler cells: ~750
- Most used logic cell in the final layout: edfxtp_1
- Crit-path cells: clkdlybuf4s50_1, buf_4, mux4_2
- Hpwl dp: 989.8 microns
- Largest stage delay, worst path: ~0.56 ns
- Average routed wire per standard cell: 10.05 microns
- Cell internal pwr: approximately 0.0011 W
- Psw: 0.0002303 W
- PD cells: between 1000 and 1500 nW/um^2
- Pre-CTS worst setup slack: -0.3093 ns
- FF/Latch Area: 561.8 sq um
- Tool warnings: 28
- Outcome: finished clean
- Final Max Slew Viols: 0
- Met3 Use GR: 0.01151
- Layout cells sized above 1: 0.3333
final cells by class:
class	instances	share of cell area
Multi-Input combinational cell	8	0.1351
Tap cell	80	0.1039
Clock buffer	3	0.04286
Timing Repair Buffer	14	0.1351
Sequential cell	20	0.5831
power by group through the flow:
stage	combinational (W)	sequential [W]	clock (W)
after CTS	0.0000989	0.000801	0.000418
after global routing	0.000106	0.000803	0.000453
final	0.0000978	0.000800	0.000408
repair_timing:
action	4_1_cts	5_1_grt
gates resized	7	1
endpoints found under the setup margin	12	4
endpoints found under the hold margin	0	0
layer usage:
layer / vias to the layer above / part of all wire
met3: 2 / 0.076
met1: 161 / 0.43
li1: 150 / -
met5: - / 0
met4: 0 / 0.0064
met2: 9 / 0.48
Yosys cell counts:
| cell | instances |
|---|---|
| edfxtp_1 | 16 |
| dfxtp_1 | 4 |
| mux4_2 | 4 |
| and3b_2 | 2 |
| and3_2 | 1 |
| buf_6 | 1 |
| nor3b_1 | 1 |
cell families (layout without fill, tap and decap cells):
kind of cell | count (synthesis) | in the layout | synth area share
buffers and inverters | 1 | 17 | 0.01616
DFF | 20 | 20 | 0.8043
and+or+nand+nor | 4 | 4 | 0.05028
muxes | 4 | 4 | 0.1293
flip-flops by register name (all words and copies together), names as in the netlist:
| signal | count |
|---|---|
| Data_Out | 4 |
| memory | 16 |
path summary, 6_finish.rpt:
path	depth (start not counted)	to	startpoint	slack [ns]
min reg2reg	1	Data_Out[2]	memory[3][2]	0.56
max reg2reg	1	Data_Out[0]	memory[3][0]	0.23
min	1	Data_Out[2]	memory[3][2]	0.56
max	3	Data_Out[0]	Addrs[1]	0.07
per-stage QoR:
| step | instances | utilization | TNS, ns | cell area (sq um) | total power [W] |
|---|---|---|---|---|---|
| 5_1_grt | 125 | 0.1426 | 0 | 963.4 | 0.001362 |
| 4_1_cts | 125 | 0.1419 | 0 | 958.4 | 0.001318 |
| 3_3_place_gp | 122 | 0.1359 | -4.929 | 918.4 | 0.0009179 |
| 3_5_place_dp | 122 | 0.1359 | -4.889 | 918.4 | 0.0009233 |
| 6_report | 125 | 0.1426 | 0 | 963.4 | 0.001307 |
| 2_1_floorplan | 29 | - | 0 | 696.9 | 0.0008473 |
Power figures rest on the tool's default switching activity, not on a simulated workload.
