===== design.v =====
module mux3ch (
	input [7:0] in_a, in_b, in_c,
	input [1:0] sel_mux, 
	output [7:0] mux_out
);
assign mux_out = (sel_mux == 2'b00) ? in_a : (sel_mux == 2'b01) ? in_b : (sel_mux == 2'b10) ? in_c : 0 ;
endmodule

===== run.sh =====
#!/bin/bash
# OpenROAD 26Q1-2900-gdf79404cd8, Yosys 0.63+post, stock flow scripts
make -C /OpenROAD-flow-scripts/flow DESIGN_CONFIG=/design/flow/config.mk WORK_HOME=/design/flow/orfs finish

===== config.mk =====
export PLATFORM = sky130hd
export DESIGN_NAME = mux3ch
export DESIGN_NICKNAME = mux3ch
export VERILOG_FILES = /design/flow/design.v
export SDC_FILE = /design/flow/constraint.sdc
export NUM_CORES = 4
export LEC_CHECK = 1
export CORE_AREA = 10 10 70 70
export DIE_AREA = 0 0 80 80

===== constraint.sdc =====
current_design mux3ch

set clk_period 1.3
set clk_io_pct 0.2

create_clock -name clk0 -period $clk_period

set non_clock_inputs [all_inputs -no_clocks]
set_input_delay [expr $clk_period * $clk_io_pct] -clock clk0 $non_clock_inputs
set_output_delay [expr $clk_period * $clk_io_pct] -clock clk0 [all_outputs]

==> results.sh <==
# source this file to load flow results
export IMPL_crit_chain="buf_8, buf_12, nor2b_4, buf_6, o2bb2ai_2, buf_2"
export IMPL_final_max_slew_viol_count=0
export IMPL_grt_overflow=0
export IMPL_fin_util_pct=20.8
export IMPL_io_pins=34
export IMPL_status="complete, no violations"
export IMPL_grt_max_degree=9
export IMPL_netlist_area_um2=198
export IMPL_ys_cells=20
export IMPL_routed_wl_um=1330
export IMPL_place_gp_congestion=0.772
export IMPL_grt_pass1_wl_um=1910
export IMPL_p_leak_nw=0.316
export IMPL_syn2layout_area_growth_pct=260
export IMPL_vias=328
export IMPL_die_area_mm2=0.00640
export IMPL_arrival_ns=1.03
export IMPL_synth_area_per_cell_um2=9.88
export IMPL_max_freq_mhz=778
export IMPL_nClkBuffers=0
export IMPL_crit_path_start="sel_mux[0]"
export IMPL_yosys_stat_area_um2=198
export IMPL_yosysTopAreaCellShare_pct=40.5
export IMPL_antennaDiodeCount=0
export IMPL_port_buffers=34
export IMPL_grt_pass1_vias=359
export IMPL_grt_usage_pct=3.77
export IMPL_finalClockPeriodUsage_pct=98.9
export IMPL_synthTopCellsByCount="mux2i_1, o2bb2ai_1, buf_6, nor2b_4"
export IMPL_warnings=34
export IMPL_critPathLaunchType="input pin"
export IMPL_yosysSeqAreaShare_pct=0
export IMPL_critPathMaxFanout=6
export IMPL_flops=0
export IMPL_drive_above_1_share_pct=50.0
export IMPL_place_area_um2=589
export IMPL_dr_pass1_iters=2
export IMPL_design_area_um2=712
export IMPL_register_area_um2=0
export IMPL_core_mm2=0.00342
export IMPL_topCellsByArea="mux2i_1, o2bb2ai_1, buf_6"
export IMPL_maxCapViolations=0
export IMPL_drc=0
export IMPL_drtIter0Drc=1
export IMPL_hold_path_endpoint="mux_out[4]"
export IMPL_worstHoldStart="in_a[4]"
export IMPL_final_setup_worst_slack_ns=0.0147
export IMPL_end_kind="output port"
export IMPL_p_per_area_mw_per_mm2=288
export IMPL_row_count=21
export IMPL_tns_ns=0
export IMPL_avgViaCountPerCell=3.04
export IMPL_max_slew_margin_pct=87.0
export IMPL_final_hold_viol_count=0
export IMPL_ys_types=4
export IMPL_synthCells=20
export IMPL_min_path_type="input pin to output port"
export IMPL_die_width_um=80
export IMPL_fp_util_pct=5.79
export IMPL_rsz0062_at_grt="yes"
export IMPL_slowest_delay_ns=0.21
export IMPL_hpwl_um=1130
export IMPL_top_area_cell="mux2i_1"
export IMPL_pre_cts_ws_ns=-0.689
export IMPL_holdWs_ns=0.912
export IMPL_fillers=380
export IMPL_crit_type="input pin to output port"
export IMPL_synth_warnings=0
export IMPL_setup_viol=0
export IMPL_drtAntennaViolNets=0
export IMPL_peakVddDrop_mv=0.0337
export IMPL_antenna_found_initial=0
export IMPL_max_slew_worst_pin_slew_ns=0.190
export IMPL_cp_data_required_time_ns=1.04
export IMPL_wl_per_cell_um=12.4
export IMPL_fin_crit_ns=1.29
export IMPL_holdPathStages=4
export IMPL_fp_dieH_um=80
export IMPL_crit_slowest_cell="nor2b_4"
[worst max-delay path by stage]
stage	end
CTS	mux_out[7]
global route	mux_out[5]
finish	mux_out[1]
[timing repair]
item / in CTS / in global routing
setup endpoints to repair: 8 / 8
hold buffers: 0 / 0
gates cloned: 1 / 0
pin swaps: 8 / 5
gates resized: 55 / 1
buffers inserted: 5 / 3
[layout by cell type, fill, tap and decap left out, drive strengths merged]
cell type	synthesis	final
dlygate4sd2	0	7
dlymetal6s2s	0	1
o2bb2ai	8	8
clkdlybuf4s15	0	1
nor2b	1	1
clkdlybuf4s50	0	16
buf	3	19
mux2i	8	8
bufbuf	0	1
[area by class of cell]
class | count | area [um2] | area share, %
well taps | 46 | 57.6 | 8.08
multi-input cells | 17 | 215 | 30.2
repair buffers | 45 | 439 | 61.7
[power by group]
group / internal [W] / switching [W] / total [W]
combinational: 0.000146 / 0.0000596 / 0.000205
clock: 0 / 0 / 0
sequential: 0 / 0 / 0
[logic make-up (layout without fill, tap and decap cells)]
logic type | after synthesis | count (layout) | share of synthesized area (%)
compound gates | 8 | 8 | 35.4
mux | 8 | 8 | 40.5
buf+inv | 3 | 45 | 17.1
simple gates | 1 | 1 | 6.96
[per-stage QoR]
stage | cells | power, W
after global routing | 108 | 0.000219
after floorplan | 20 | 0.0000478
after detailed placement | 99 | 0.000178
after CTS | 105 | 0.000202
final | 108 | 0.000205
after global placement | 99 | 0.000177
[worst max-delay path: cells and delay by family]
kind	cells	cell delay [ns]
AOI/OAI and AO/OA	1	0.09
buffers and inverters	4	0.47
and+or+nand+nor	1	0.21
[per-layer routing]
layer  up-vias  share of wire [%]  track usage [%]
met5         -                  0                0
met4         0                  0                0
met3         0                5.1            0.682
met2         5                 65             8.27
met1       158                 30             3.57
li1        165                  -                -
Power and IR drop assume default switching activity.
